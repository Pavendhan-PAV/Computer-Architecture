==> /design/flow/design.v <==
module fullAdder (a,b,cin,sum,ca); 
input a,b,cin;
output sum,ca;
assign sum = a ^ b ^ cin; 
assign ca= (a&b) | (a&cin) |(cin&b) ; 
endmodule
module fourBitAdder(a,b,cin,sum,ca);
input[3:0] a,b;
input [3:0]cin;
output [3:0] sum;
output [3:0]ca;
fullAdder FA_0(a[0],b[0],cin[0],sum[0],ca[0]);
fullAdder FA_1(a[1],b[1],cin[1],sum[1],ca[1]);
fullAdder FA_2(a[2],b[2],cin[2],sum[2],ca[2]);
fullAdder FA_3(a[3],b[3],cin[3],sum[3],ca[3]);
endmodule
module sixtBitAdder(a,b,cin,sum,ca);
input[15:0] a,b;
input [15:0]cin;
output[15:0] sum;
output [15:0]ca;
fourBitAdder FA_0(a[3:0],b[3:0],cin[3:0],sum[3:0],ca[3:0]);
fourBitAdder FA_1(a[7:4],b[7:4],cin[7:4],sum[7:4],ca[7:4]);
fourBitAdder FA_2(a[11:8],b[11:8],cin[11:8],sum[11:8],ca[11:8]);
fourBitAdder FA_3(a[15:12],b[15:12],cin[15:12],sum[15:12],ca[15:12]);
endmodule
module thirtBitAdder(a,b,cin,sum,ca);
input[31:0] a,b;
input [31:0]cin;
output[31:0] sum;
output [31:0]ca;
sixtBitAdder FA_0(a[15:0],b[15:0],cin[15:0],sum[15:0],ca[15:0]);
sixtBitAdder FA_1(a[31:16],b[31:16],cin[31:16],sum[31:16],ca[31:16]);
endmodule
module sixtyBitAdder(a,b,cin,sum,ca);
input [64:0] a,b;
input [64:0]cin;
output[64:0] sum;
output [64:0]ca;
assign ca[0]=1'b0;
assign sum[64]=1'b0;
thirtBitAdder FA_0(a[31:0],b[31:0],cin[31:0],sum[31:0],ca[32:1]);
thirtBitAdder FA_1(a[63:32],b[63:32],cin[63:32],sum[63:32],ca[64:33]);
endmodule
module three_fa(sum,ca,a);
input [8:0][64:0]a;
output [2:0][64:0]sum,ca;
sixtyBitAdder a_0(a[0],a[1],a[2],sum[0],ca[0]);
sixtyBitAdder a_1(a[3],a[4],a[5],sum[1],ca[1]);
sixtyBitAdder a_2(a[6],a[7],a[8],sum[2],ca[2]);
endmodule
module three_fam(sum,ca,s,c);
input [4:0][64:0]s;
input [3:0][64:0]c;
output  [2:0][64:0]sum,ca;
sixtyBitAdder a_0(s[0],s[1],c[0],sum[0],ca[0]);
sixtyBitAdder a_1(c[1],s[2],c[2],sum[1],ca[1]);
sixtyBitAdder a_2(s[3],s[4],c[3],sum[2],ca[2]);
endmodule
==> /design/flow/run.sh <==
#!/bin/bash
# OpenROAD 26Q1-2900-gdf79404cd8, Yosys 0.63+post, stock flow scripts
make -C /OpenROAD-flow-scripts/flow DESIGN_CONFIG=/design/flow/config.mk WORK_HOME=/design/flow/orfs finish
==> /design/flow/config.mk <==
export PLATFORM = sky130hd
export DESIGN_NAME = three_fam
export DESIGN_NICKNAME = three_fam
export VERILOG_FILES = /design/flow/design.v
export SDC_FILE = /design/flow/constraint.sdc
export NUM_CORES = 4
export LEC_CHECK = 1
export CORE_AREA = 10 10 376 376
export DIE_AREA = 0 0 386 386
==> /design/flow/constraint.sdc <==
current_design three_fam

set clk_period 1.0
set clk_io_pct 0.2

create_clock -name clk0 -period $clk_period

set non_clock_inputs [all_inputs -no_clocks]
set_input_delay [expr $clk_period * $clk_io_pct] -clock clk0 $non_clock_inputs
set_output_delay [expr $clk_period * $clk_io_pct] -clock clk0 [all_outputs]
==> results_slide.txt <==
Physical Implementation Snapshot

Outcome
  • Status: complete, but fails checks
  • Failing checks: setup timing

Final layout
  • Top cells excl fill/tap: buf_6 (466), buf_2 (431), fa_2 (192)
  • Fillers: 15304
  • Share of cells above drive strength 1: 0.995
  • Top cell excl fill/tap: buf_6
  • Flop count: 0
  • Area grow syn2layout: 124%
  • Number of clock buffers in the layout: 0
  • Seq. cell area: 0 um2

Route
  • Initial drt markers: roughly 94
  • Post-DRT Antenna Nets: 0
  • Via count: 6410
  • Drt pass-1 iters: 6
  • Wire per inst: about 32 um
  • Vias/cell: 2.18
  • # DRC: 0
  • WL final: approximately 94 mm

Setup path
  • CP max stage delay: about 0.6 ns
  • CP Data Arrival Time: 1.11 ns
  • CP max-delay cell: fa_2
  • Crit path top cell by count: buf_6
  • CP endpoint kind: output port
  • CP cell instances: buf_6 > fa_2 > buf_6 > buf_6
  • CP startpoint kind: input pin
  • Worst-path fanout max: 1
  • Worst EP required: roughly 0.80 ns
  • Crit path kind: in2out

Min path
  • Hold crit path type: in2out

Logic synthesis
  • Cell Area, Synth: 6780 um2
  • Mux cell area share: 0
  • Synthesized area per cell: 11.6 um2
  • Ys Warns: 0
  • Synth Area in Simple Gates: 0
  • Top non-seq family: adder cells
  • Yosys Instances: between 500 and 600
  • Synth Area in Adders: 0.567
  • XORs/XNORs by Area: 0
  • Area reported by Yosys stat: between 6000 and 7000 um2
  • AO/OA Area Share: 0
  • Cells after Synth: 583
  • Sequential area share after synthesis: 0
  • Synth cell types: 3

Floorplan
  • DIE WIDTH: 386 um
  • Core Area: between 100000 and 150000 um2
  • Die Ht: 386 um
  • Row count: 134
  • FP Util: 0.0508
  • Die ar.: around 150000 um2
  • # IOs: 975

Pwr
  • Leak Pwr: about 6.4 nW
  • Switching power total: ~0.004 W
  • Clk pwr share: 0
  • Switch share: 0.421
  • Comb power frac: 1.000
  • Max IR drop VDD: about 0.00027 V
  • Internal power: between 0.005 and 0.006 W
  • Part of the power in registers: 0
  • Design Power: 0.00950 W
  • Power Density: 625 nW/um2

STA
  • Max frequency: 0.761 GHz
  • Final hold violations: 0
  • Slew Limit Fails: 0
  • Final TNS setup: -35.89 ns
  • Min setup slack post-route: -0.313 ns
  • Cycle use final: 1.31
  • RSZ-0062 raised after global routing: true
  • Final setup violation count: around 270
  • Final Critical Period: 1.31 ns

Global routing
  • Antenna violations before repair: 63
  • Total global routing overflow: 0
  • Pin count of the biggest net entering global routing: 2
  • First-pass GRT wire length: 109 mm
  • GR Util All Layers: 0.122
  • Vias in the first global route: 7402

Flow run
  • Max_cap viols: 0
  • Tool Warnings: approximately 45

Place
  • Port Buf Inserts: around 960
  • Final HPWL DP: 92.2 mm
  • GP Congestion: 0.953

Clock network
  • Hold_buf cts: 0
cell type report:
class / instances / area (um2) / share of cell area
Multi-Input combinational cell: 198 / 4350 / 0.286
Antenna cell: 12 / 30.0 / 0.00198
Tap cell: 1768 / 2210 / 0.146
Timing Repair Buffer: 963 / 8610 / 0.566
layer usage:
layer,vias to the layer above,wire [um],GRT usage
li1,2524,-,-
met1,3138,33800,0.139
met2,596,44500,0.197
met3,110,14700,0.0839
met4,42,1110,0.00697
met5,-,265,0
stage by stage:
stage	worst slack [ns]	instances	hold WS [ns]	cell area, um2	util
3_3_place_gp	-1.42	2931	1.15	16100	0.121
4_1_cts	-0.336	2930	0.732	14400	0.108
2_1_floorplan	-0.000495	588	0.614	6790	-
6_report	-0.313	2941	0.714	15200	0.114
5_1_grt	-0.324	2937	0.724	15200	0.114
3_5_place_dp	-1.37	2931	1.16	16100	0.121
Yosys cell counts (all sizes together):
cell / instances / share of area
buf: 390 / 0.43
conb: 1 / 0.00055
fa: 192 / 0.57
cell families after synthesis:
kind of cell,count (synthesis)
buffers and inverters,390
adders and majority gates,192
other,1
final timing paths:
kind,start,endpoint,slack [ns],cells after the start
max,s[204],sum[139],-0.31,4
min,s[177],ca[113],0.71,3
worst max-delay path: cells and delay by family:
kind	cells	cell delay (ns)
buffers and inverters	3	0.32
adder cells (fa/ha/maj)	1	0.59
timing repair:
item	CTS	global route
setup buffers	0	0
hold endpoints to repair	0	0
pin swaps	191	99
cloned	0	0
resized	3889	132
setup endpoints to repair	384	303
power groups by stage:
stage | sequential [W] | combinational, W | clock (W)
finish | 0 | 0.00950 | 0.00000000166
CTS | 0 | 0.00970 | 0
global route | 0 | 0.0104 | 0.00000000110
Power figures rest on the tool's default switching activity, not on a simulated workload.
