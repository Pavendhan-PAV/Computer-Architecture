--- run.sh ---
#!/bin/bash
# OpenROAD 26Q1-2900-gdf79404cd8, Yosys 0.63+post, stock flow scripts
make -C /OpenROAD-flow-scripts/flow DESIGN_CONFIG=/design/flow/config.mk WORK_HOME=/design/flow/orfs finish
--- config.mk ---
export PLATFORM = sky130hd
export DESIGN_NAME = dff_lvl_3
export DESIGN_NICKNAME = dff_lvl_3
export VERILOG_FILES = /design/flow/design.v
export SDC_FILE = /design/flow/constraint.sdc
export NUM_CORES = 4
export LEC_CHECK = 1
export CORE_AREA = 10 10 694 694
export DIE_AREA = 0 0 704 704
--- constraint.sdc ---
current_design dff_lvl_3

set clk_period 1.0
set clk_io_pct 0.2

create_clock -name clk0 -period $clk_period [get_ports {clk}]

set non_clock_inputs [all_inputs -no_clocks]
set_input_delay [expr $clk_period * $clk_io_pct] -clock clk0 $non_clock_inputs
set_output_delay [expr $clk_period * $clk_io_pct] -clock clk0 [all_outputs]
--- design.v ---
module dff_lvl_1 (input [31:0][64:0]d,
                  input rst,
                  input clk,
                  output reg [31:0][64:0] r_q);  
always@(posedge clk )  
   if (!rst)  
   begin
      r_q <= 0;
   end
   else  
   begin
      r_q <= d;  
   end
endmodule  
module dff_lvl_2 (input [9:0][64:0]d1,
                  input [9:0][64:0]d2,
                  input rst,
                  input clk,
                  output reg [9:0][64:0] r_q1,
                  output reg [9:0][64:0] r_q2);  
always@(posedge clk )  
   if (!rst)  
   begin
      r_q1 <= 0; 
      r_q2 <= 0; 
   end
   else  
   begin
      r_q1 <= d1;  
      r_q2 <= d2;
   end
endmodule  
module dff_lvl_3 (input [6:0][64:0]d1,
                  input [6:0][64:0]d2,
                  input rst,
                  input clk,
                  output reg [6:0][64:0] r_q1,
                  output reg [6:0][64:0] r_q2);  
always@(posedge clk )  
   if (!rst)  
   begin
      r_q1 <= 0; 
      r_q2 <= 0; 
   end
   else  
   begin
      r_q1 <= d1;  
      r_q2 <= d2;
   end
endmodule  
module dff_lvl_4 (input [4:0][64:0]d1,
                  input [4:0][64:0]d2,
                  input rst,
                  input clk,
                  output reg [4:0][64:0] r_q1,
                  output reg [4:0][64:0] r_q2);  
always@(posedge clk )  
   if (!rst)  
   begin
      r_q1 <= 0; 
      r_q2 <= 0; 
   end
   else  
   begin
      r_q1 <= d1;  
      r_q2 <= d2;
   end
endmodule  
module dff_lvl_5 (input [2:0][64:0]d1,
                  input [2:0][64:0]d2,
                  input rst,
                  input clk,
                  output reg [2:0][64:0] r_q1,
                  output reg [2:0][64:0] r_q2);  
always@(posedge clk )  
   if (!rst)  
   begin
      r_q1 <= 0; 
      r_q2 <= 0; 
   end
   else  
   begin
      r_q1 <= d1;  
      r_q2 <= d2;
   end
endmodule  
module dff_lvl_6 (input [1:0][64:0]d1,
                  input [1:0][64:0]d2,
                  input rst,
                  input clk,
                  output reg [1:0][64:0] r_q1,
                  output reg [1:0][64:0] r_q2);  
always@(posedge clk )  
   if (!rst)  
   begin
      r_q1 <= 0; 
      r_q2 <= 0; 
   end
   else  
   begin
      r_q1 <= d1;  
      r_q2 <= d2;
   end
endmodule  
module dff_lvl_7 (input [64:0]d1,
                  input [64:0]d2,
                  input rst,
                  input clk,
                  output reg [64:0] r_q1,
                  output reg [64:0] r_q2);  
always@(posedge clk )  
   if (!rst)  
   begin
      r_q1 <= 0; 
      r_q2 <= 0; 
   end
   else  
   begin
      r_q1 <= d1;  
      r_q2 <= d2;
   end
endmodule  
==> run summary <==
Item: results of the latest flow run.

- The tally of unique sky130hd cells used after synthesis is 7.
- The worst setup path is captured at an output pin.
- The count of nets left with antenna violations once routing finished came out at 0.
- The post-route non-filler standard cell count is 11100.
- Of the cells placed in the final design, the portion with a size suffix greater than 1 is between 50% and 60%.
- The time the final worst path needs with I/O delays and setup is 1.58 ns.
- The clock-pin transition on the worst setup and hold timing paths is 0.06 ns.
- The worst-case IR drop observed on VDD is 1.43 mV.
- The DRC marker count from the first detailed-route iteration is 1065.
- The most frequently used flop master after synthesis is dfxtp_1.
- The total number of clock tree sinks is 910.
- The placed instance area is 0.0553 mm2.
- The total power consumption of the routed design is 0.109 W.
- Per the synth log, the flip-flop and latch total comes to 910.
- The dominant delay contributor by cell family on the critical path is flip-flops.
- The aggregate global routing overflow is 0.
- Detailed placement ended at an HPWL of 344000 um.
- The share of the Yosys chip area taken by registers is 72.1%.
- The total internal power is about 0.079 W.
- The fraction of post-synthesis cell area in the top cell type by area is slightly above 70%.
- The first global-routing pass estimated 448000 um of wire.
- By count the netlist is led by 910 x dfxtp_1, 648 x and2_2, 262 x and2_1.
- The switching power of the nets is 0.0298 W.
- Before antenna repair, the detailed router went through 4 iterations.
- Looking at the post-CTS report, the setup buffer insertion count equals 0.
- The flow ran to the end, but the final reports show violations.
- The synthesis report lists the Yosys warning total as 1.
- In the floorplan report the effective utilization is 5.41%.
- The slowest stage of the critical path belongs to the cell dfxtp_4.
- The worst slack at placement is -0.533 ns.
- The flow reports that combinational logic draws 17.5% of the design power.
- The core box area is 0.467 mm2.
- STA classifies the critical path startpoint as a flop.
- The routed design has between 300000 and 400000 um of wire.
- The critical path in the final layout is reported with a setup slack of -0.585 ns.
- The worst hold path class is input port to flop.
- The vias per cell is 2.43.
- Looking at the clock tree report, the H-tree level count equals 4.
- The number of enable-type register cells in the synthesized netlist is 0.
- Looking at the critical path, the highest net fanout was 1.
- The clock group share of total power is 46.0%.
- The total setup violations reported at the end of the flow is 1806.
- The initial antenna violation count is 387.
- The die height is 704 um.
- The finished cells cover slightly below 0.07 mm2.
- The cell with the most instances after synthesis is dfxtp_1.
- The via count of the first global-routing pass was 28000.
- The library cell used as clock root buffer is clkbuf_16.
- Measured against its own limit, the worst slew margin works out to 59.0%.
- The max-capacitance violation count is 0.
- Per the TritonCTS log, the buffer count is 134.
- The power report attributes to the sequential group a share of 36.5%.
- The number of warnings the tools reported is 27.
- According to the floorplan report, the total die area is 0.496 mm2.
- The number of instances in the synthesized netlist is between 1500 and 2000.
- In this build the clock could be raised as far as 0.631 GHz.
- The stage delay of the slowest cell on the critical path is 0.40 ns.
- Counting along the longest clock path gives a buffer depth of 4.
- The DRC violation total left in the routed layout is recorded as 0.
- Summed over all routing layers, the global router reports a total usage of 15.1%.
- The signal arrival time at the worst endpoint is 1.38 ns.
- The power report shows net switching accounting for 27.3% of the total.
- The timing report notes that buffer and inverter cells on the critical path total 1.
- The data required time of the worst path is 0.80 ns.
- For this block, the via count after detailed routing is 27000.
- Entering global routing, the biggest net connects between 80 and 90 pins.
- The number of endpoints with negative hold slack in the final report is 0.
- In the setup report, the worst path falls into the class flop to output pin.
- The clock tree from TritonCTS is built.
- The total placed cells including tap cells is 9904.
- roughly 1800 I/O pins were placed.
- The static leakage power is ~27 nW.
- Yosys stat counts 1921 cells in the synthesized netlist.
- The ratio of total power to cell area is 1580 mW/mm2.
- The final max-slew violation count recorded for this run is 0.
- The congestion estimate from routability-driven global placement came to 1.01.
- For the pin with the worst max-slew slack, the measured transition is 0.613 ns.
- The post-synthesis cell type with the largest combined area is dfxtp_1.
- TritonRoute output was used to compute an average wire per cell of 34.3 um.
- Fill cells in the final layout number 51600.
- Between the synthesized netlist and the finished layout, the area growth was recorded as 173%.
- The buffer_ports step reported a buffer count of 1821.
- The synthesized netlist has a Yosys-reported chip area of 0.0253 mm2.
- In the synthesized netlist the async set-or-reset flop fraction comes to 0%.
- Setup repair after global routing could not meet its margin everywhere.
- Hold is met by around 0.087 ns.
- The die is 704 um wide.
- The final reports fail on negative setup slack.
- The mean cell area of the mapped netlist is approximately 13 um2.
- After floorplanning, the core was divided into 251 placement rows.
- The share of the clock period used by the worst path is 158%.
- The post-synthesis instance area is 0.0253 mm2.
- The critical path goes through buf_12.
- The main area contributors are dfxtp_1 72%, and2_2 19%, and2_1 6.5%, clkbuf_2 1.8%, clkbuf_4 0.27%.
==> path summary, 6_finish.rpt <==
check	from	to	cells after the start
hold / removal	d1[391]	r_q1[391]$_SDFF_PN0_	2
setup / recovery	r_q2[293]$_SDFF_PN0_	r_q2[293]	1
==> state kept, by name, indices dropped and copies added, names as in the netlist <==
| name | cells |
|---|---|
| r_q1 | 455 |
| r_q2 | 455 |
==> metal layers <==
| metal | up-vias | wire length, um | GRT usage, % |
|---|---|---|---|
| li1 | 11500 | - | - |
| met1 | 12600 | 137000 | 16.4 |
| met2 | 1868 | 160000 | 22.2 |
| met3 | 756 | 61800 | 11.6 |
| met4 | 226 | 20400 | 5.71 |
| met5 | - | 1470 | 0 |
==> cell usage in the layout, fill, tap and decap left out, types with 135 or more instances in the layout <==
master,Yosys,layout
clkdlybuf4s50_1,0,910
dlygate4sd3_1,0,830
dfxtp_2,0,649
and2_2,648,648
buf_12,0,434
and2_1,262,262
buf_6,1,251
buf_2,1,238
dfxtp_1,910,188
diode_2,0,147
clkbuf_16,0,135
==> cell type report <==
type	instances	area, um2	share of cell area [%]
timing repair buffer	2710	30500	44.3
sequential	910	19300	28.0
tap	6198	7750	11.2
multi-input combinational	910	6500	9.43
clock buffer	171	3680	5.34
clock inverter	61	813	1.18
antenna	147	368	0.533
==> kinds of logic after synthesis <==
logic type / share of synthesized area, %
buffers and inverters: 2.12
and+or+nand+nor: 25.8
DFF: 72.1
==> per-stage QoR <==
step	util [%]	setup TNS, ns
2_1_floorplan	-	0
3_3_place_gp	11.9	-148.63
3_5_place_dp	11.9	-149.51
4_1_cts	14.7	-720.29
5_1_grt	14.7	-733.44
6_report	14.8	-625.54
==> power groups by stage <==
stage / clock, W / combinational [W] / sequential, W
4_1_cts: 0.0523 / 0.0199 / 0.0398
5_1_grt: 0.0534 / 0.0202 / 0.0400
6_report: 0.0502 / 0.0191 / 0.0398
==> repair_timing <==
action                                  4_1_cts  5_1_grt
endpoints found under the setup margin      910     1805
endpoints found under the hold margin       850       60
hold buffers                                830        1
resized                                    2360       58
Power figures rest on the tool's default switching activity, not on a simulated workload.
